$ cat /design/flow/design.v
module alu(
	input [2:0] op,  
	input [7:0] a,
	input [7:0] b,
	output reg [7:0] y,
	output zero
);
	assign zero = (y == 8'b0);
	always @(*) begin
		case(op)
			3'b000: y = a + b;  
			3'b001: y = a - b;  
			3'b010: y = a & b;  
			3'b011: y = a | b;  
			default: y = 8'b0;
		endcase
	end
endmodule
module cpu(
    input clk,
    input rst,
    output reg halted,
    output [7:0] pc_out
);
    wire [15:0] imem_cur, imem_nextw;
    reg [7:0] pc;
    assign pc_out = pc;
    imem imem0(.addr(pc), .dout(imem_cur));
    wire [7:0] pc_plus1 = pc + 8'd1;
    imem imem1(.addr(pc_plus1), .dout(imem_nextw));
    reg rf_wen;
    reg [2:0] rf_waddr;
    reg [7:0] rf_wdata;
    reg [2:0] rf_raddr1, rf_raddr2;
    wire [7:0] rf_rdata1, rf_rdata2;
    regfile rf(.clk(clk), .wen(rf_wen), .waddr(rf_waddr), .wdata(rf_wdata), .raddr1(rf_raddr1), .raddr2(rf_raddr2), .rdata1(rf_rdata1), .rdata2(rf_rdata2));
    reg dm_wen;
    reg [7:0] dm_waddr;
    reg [7:0] dm_wdata;
    reg [7:0] dm_raddr;
    wire [7:0] dm_rdata;
    dmem dm(.clk(clk), .wen(dm_wen), .waddr(dm_waddr), .wdata(dm_wdata), .raddr(dm_raddr), .rdata(dm_rdata));
    reg [2:0] alu_op;
    reg [7:0] alu_a, alu_b;
    wire [7:0] alu_y;
    wire alu_zero;
    alu ualu(.op(alu_op), .a(alu_a), .b(alu_b), .y(alu_y), .zero(alu_zero));
    reg [2:0] state;
    localparam S_FETCH  = 3'd0;
    localparam S_DECODE = 3'd1;
    localparam S_EXEC   = 3'd2;  
    localparam S_MEM    = 3'd3;  
    localparam S_WB     = 3'd4;  
    localparam S_HALT   = 3'd5;
    reg [3:0] opcode_reg;
    reg [2:0] rd_reg, rs1_reg, rs2_reg;
    reg [7:0] imm_reg;  
    always @(posedge clk) begin
        rf_wen <= 1'b0;
        dm_wen <= 1'b0;
        if (rst) begin
            pc <= 8'b0;
            state <= S_FETCH;
            halted <= 1'b0;
            rf_waddr <= 3'b0;
            rf_wdata <= 8'b0;
            dm_waddr <= 8'b0;
            dm_wdata <= 8'b0;
            dm_raddr <= 8'b0;
            rf_raddr1 <= 3'b0;
            rf_raddr2 <= 3'b0;
        end else begin
            case (state)
                S_FETCH: begin
                    state <= S_DECODE;
                end
                S_DECODE: begin
                    opcode_reg <= imem_cur[15:12];
                    rd_reg  <= imem_cur[11:9];
                    rs1_reg <= imem_cur[8:6];
                    rs2_reg <= imem_cur[5:3];
                    imm_reg <= imem_nextw[7:0];
                    rf_raddr1 <= imem_cur[8:6];
                    rf_raddr2 <= imem_cur[5:3];
                    case (imem_cur[15:12])
                        4'h0: begin  
                            pc <= pc + 8'd1;
                            state <= S_FETCH;
                        end
                        4'h1, 4'h2, 4'h3, 4'h4: begin  
                            alu_a <= rf_rdata1;
                            alu_b <= rf_rdata2;
                            case (imem_cur[15:12])
                                4'h1: alu_op <= 3'b000;  
                                4'h2: alu_op <= 3'b001;  
                                4'h3: alu_op <= 3'b010;  
                                4'h4: alu_op <= 3'b011;  
                                default: alu_op <= 3'b000;
                            endcase
                            state <= S_EXEC;
                        end
                        4'h5: begin  
                            rf_wen   <= 1'b1;
                            rf_waddr <= rd_reg;
                            rf_wdata <= imm_reg;
                            pc <= pc + 8'd2;
                            state <= S_FETCH;
                        end
                        4'h6: begin  
                            dm_raddr <= imm_reg;
                            pc <= pc + 8'd2;
                            state <= S_MEM;
                        end
                        4'h7: begin  
                            dm_wen   <= 1'b1;
                            dm_waddr <= imm_reg;
                            dm_wdata <= rf_rdata1;
                            pc <= pc + 8'd2;
                            state <= S_FETCH;
                        end
                        4'h8: begin  
                            pc <= imm_reg;
                            state <= S_FETCH;
                        end
                        4'h9: begin  
                            rf_raddr1 <= rd_reg;
                            if (rf_rdata1 != 8'b0)
                                pc <= imm_reg;       
                            else
                                pc <= pc + 8'd2;     
                            state <= S_FETCH;
                        end
                        4'hF: begin  
                            halted <= 1'b1;
                            state <= S_HALT;
                        end
                        default: begin
                            pc <= pc + 8'd1;
                            state <= S_FETCH;
                        end
                    endcase
                end
                S_EXEC: begin
                    rf_wen <= 1'b1;
                    rf_waddr <= rd_reg;
                    rf_wdata <= alu_y;
                    pc <= pc + 8'd1;
                    state <= S_FETCH;
                end
                S_MEM: begin
                    state <= S_WB;
                end
                S_WB: begin
                    rf_wen <= 1'b1;
                    rf_waddr <= rd_reg;
                    rf_wdata <= dm_rdata;
                    state <= S_FETCH;
                end
                S_HALT: begin
                    state <= S_HALT;
                end
                default: begin
                    state <= S_FETCH;
                end
            endcase
        end
    end
endmodule
module dmem(
  input clk,
  input wen,
  input [7:0] waddr,
  input [7:0] wdata,
  input [7:0] raddr,
  output reg [7:0] rdata
);
  reg [7:0] mem [0:255];
  integer i;
  initial begin
    for (i=0;i<256;i=i+1) mem[i] = 8'b0;
  end
  always @(posedge clk) begin
    if (wen) mem[waddr] <= wdata;
    rdata <= mem[raddr];
  end
endmodule
module imem(
  input [7:0] addr,  
  output [15:0] dout
);
    reg [15:0] mem [0:255];
  initial begin
    $readmemh("programs/program.hex", mem);
  end
  assign dout = mem[addr];
endmodule
module regfile(
  input clk,
  input wen,
  input [2:0] waddr,
  input [7:0] wdata,
  input [2:0] raddr1,
  input [2:0] raddr2,
  output [7:0] rdata1,
  output [7:0] rdata2
);
  reg [7:0] regs [0:7];
  integer i;
  initial begin
    for (i=0;i<8;i=i+1) regs[i] = 8'b0;
  end
  assign rdata1 = regs[raddr1];
  assign rdata2 = regs[raddr2];
  always @(posedge clk) begin
    if (wen) begin
      regs[waddr] <= wdata;
    end
  end
endmodule
$ cat /design/flow/run.sh
#!/bin/bash
# OpenROAD 26Q1-2900-gdf79404cd8, Yosys 0.63+post, stock flow scripts
make -C /OpenROAD-flow-scripts/flow DESIGN_CONFIG=/design/flow/config.mk WORK_HOME=/design/flow/orfs finish
$ cat /design/flow/config.mk
export PLATFORM = sky130hd
export DESIGN_NAME = cpu
export DESIGN_NICKNAME = cpu
export VERILOG_FILES = /design/flow/design.v
export SDC_FILE = /design/flow/constraint.sdc
export NUM_CORES = 4
export LEC_CHECK = 1
export CORE_AREA = 10 10 70 70
export DIE_AREA = 0 0 80 80
export SYNTH_HDL_FRONTEND = slang
export SYNTH_MEMORY_MAX_BITS = 65536
$ cat /design/flow/constraint.sdc
current_design cpu

set clk_period 1.5
set clk_io_pct 0.2

create_clock -name clk0 -period $clk_period [get_ports {clk}]

set non_clock_inputs [all_inputs -no_clocks]
set_input_delay [expr $clk_period * $clk_io_pct] -clock clk0 $non_clock_inputs
set_output_delay [expr $clk_period * $clk_io_pct] -clock clk0 [all_outputs]
==> run summary <==
status: complete, no violations
yosys stat area: 470.5 µm²
DP Area: 614.3 µm²
cell taking the most area after synthesis: dfxtp_1
CP Launch Type: flip-flop
slowest cell on the critical path: clkdlybuf4s50_1
WL per Instance: 9.262 µm
Pwr per Cell Area: 933.7 nW/µm²
WL final: 991 µm
crit share post-route: 0.9564
Core ar.: 3416 µm²
CP Capture Type: primary output
Worst Path Arrival: 1.13 ns
Root Buffer: clkbuf_4
row cnt: 21
ys cells: 49
Lkg Pwr: 0.2195 nW
HP Class: flip-flop to flip-flop
Clock Pin Slew Worst Setup and Hold Paths: 0.08 ns
Avg Synthesized Cell Area: 9.601 µm²
Antenna diodes: 0
CTS Buf Count: 3
Seq/Total Area, Yosys: 0.5106
RSZ-0062 raised after global routing: false
maximum fanout along the worst path: 4
max incr delay on CP: 0.48 ns
Final min period: 1.435 ns
grt total ovfl: 0
largest net degree at the start of global routing: 12
flops out of synthesis: 12
post-route cell area: 656.9 µm²
max frequency: 697.1 MHz
Synthesis Warnings: 0
final-layout fill cell count: 381
htree depth: 1
GPL Wtd Cong: 0.7554
fin util: 0.1923
Worst Path Buf+Inv: 1
critical path type: flip-flop to primary output
initial antenna violation count: 0
vias in the first global route: 324
Via Count: 388
final setup fails: 0
total power: 0.0006133 W
CTS tree: done
CP delay by family, top: buffers and inverters
clk_skew: 0.001012 ns
max_cap viols: 0
OpenROAD warning count: 25
layout cells sized above 1: 0.2131
Critical Path, Cell by Cell: clkdlybuf4s50_1
Area Overhead vs Synth: 39.63%
Top cells by area: dfxtp_1 51%, a21oi_1 5.3%, nor2b_1 5.3%, o21ai_0 4.3%, or3_1 4.0%
Distinct lib cells used: 21
Ports: 11
die span in y: 80 µm
worst-case clock buffer depth: 2
Register Area: 246.5 µm²
drt via density: 3.626
Yosys top cell area share: 0.5106
I/O Buffers: 9
Worst-Skew Late Latency: 0.27 ns
drt initial violations: 59
peak supply drop: 0.2525 mV
Syn Inst Count: 49
worst endpoint required time: 1.20 ns
Sinks on Clock Net: 12
Die X: 80 µm
Hold Fails Final Rpt: 0
die area: 6400 µm²
post-CTS setup buffers: 0
gr usage total: 0.02938
post-route ant nets: 0
FP Util: 0.1377
residual DRC count: 0
fin. max-slew vios: 0
setup TNS: 0 ns
logic area: 211.5 µm²
Pre-Repair DR Iteration Count: 4
cts hold-fix bufs: 0
first-pass GRT wire length: 1.504 mm
post-synthesis cell area: 470.5 µm²
[area by class of cell]
type	instances	area share
timing repair buffer	10	0.1486
inverter	2	0.01143
tap	46	0.08762
clock buffer	4	0.05524
multi-input combinational	33	0.3219
sequential	12	0.3752
[what timing repair did]
action,4_1_cts,5_1_grt
gates resized,1,4
gates cloned,0,0
pin swaps,0,0
hold endpoints to repair,0,0
endpoints found under the setup margin,1,4
[per-layer routing]
metal  track usage  vias up  part of all wire
met2       0.03772       17              0.34
met5             0        -                 0
met3       0.02614        2              0.15
met1       0.03661      173              0.50
li1              -      196                 -
met4      0.003521        0            0.0091
[cells in the final DEF (no fill, tap or decap)]
cell type	n
a21oi_1	5
buf_4	1
clkbuf_4	3
clkbuf_8	1
clkdlybuf4s50_1	9
conb_1	1
dfxtp_1	7
dfxtp_2	5
ha_1	1
inv_1	2
mux2i_1	1
nand2_1	1
nand3_1	1
nand3b_1	1
nand4_2	1
nand4b_1	1
nor2_1	3
nor2b_1	4
o21ai_0	4
o31ai_1	1
or3_1	3
or3_2	2
or4_1	1
xnor2_1	2
[power breakdown]
group	switching (W)	total [W]	internal, W
Combinational	0.00000984	0.0000252	0.0000154
Sequential	0.00000629	0.000333	0.000327
Clock	0.000107	0.000255	0.000147
Total	0.000123	0.000613	0.000490
[metrics by stage]
stage          setup slack [ns]  hold WS, ns  std cells
2_1_floorplan            0.2777       0.3716         49
3_3_place_gp             0.2215       0.3965        103
3_5_place_dp             0.1700       0.4020        103
4_1_cts                0.004842       0.4199        107
5_1_grt                 0.01154       0.4266        107
6_report                0.06542       0.4163        107
[state kept, by name (all words and copies together) (netlist names)]
register	cells
state	4
pc_out	8
[Yosys cell counts]
library cell,instances
a21oi_1,5
nor2b_1,4
or4_1,1
ha_1,1
nand3b_1,1
nand4b_1,1
dfxtp_1,12
conb_1,1
xnor2_1,2
nor2_1,3
nand2_1,1
nand4_2,1
o31ai_1,1
o21ai_0,4
buf_4,1
inv_1,2
or3_1,3
clkbuf_1,1
nand3_1,1
mux2i_1,1
or3_2,2
[worst paths after layout]
kind,from,end,slack (ns),cells past startpoint
worst max-delay path,pc_out[5],pc_out[5],0.07,1
worst min-delay path,state[1],state[0],0.42,1
worst max register to register,state[3],pc_out[3],0.19,3
worst min register to register,state[1],state[0],0.42,1
[logic make-up (layout without fill, tap and decap cells)]
kind of cell / count (synthesis) / after routing / share of synthesized area
and+or+nand+nor: 18 / 18 / 0.2447
DFF: 12 / 12 / 0.5106
AOI/OAI and AO/OA: 10 / 10 / 0.1117
buffers and inverters: 4 / 16 / 0.03990
xor gates and xnor gates: 2 / 2 / 0.03724
adders and majority gates: 1 / 1 / 0.02659
other: 1 / 1 / 0.007971
muxes: 1 / 1 / 0.02128
Power is estimated from default activity; no workload was simulated.
